File: flow/run.sh
#!/bin/bash
# OpenROAD 26Q1-2900-gdf79404cd8, Yosys 0.63+post, stock flow scripts
make -C /OpenROAD-flow-scripts/flow DESIGN_CONFIG=/design/flow/config.mk WORK_HOME=/design/flow/orfs finish
File: flow/config.mk
export PLATFORM = sky130hd
export DESIGN_NAME = M_pipe_reg
export DESIGN_NICKNAME = M_pipe_reg
export VERILOG_FILES = /design/flow/design.v
export SDC_FILE = /design/flow/constraint.sdc
export NUM_CORES = 4
export LEC_CHECK = 1
export CORE_AREA = 10 10 258 258
export DIE_AREA = 0 0 268 268
File: flow/constraint.sdc
current_design M_pipe_reg

set clk_period 1.0
set clk_io_pct 0.2

create_clock -name clk0 -period $clk_period [get_ports {clk}]

set non_clock_inputs [all_inputs -no_clocks]
set_input_delay [expr $clk_period * $clk_io_pct] -clock clk0 $non_clock_inputs
set_output_delay [expr $clk_period * $clk_io_pct] -clock clk0 [all_outputs]
File: flow/design.v
`timescale 1ns / 1ps
module M_pipe_reg(
    input clk,
    input reset,
    input [31:0] PC4_E,
	 input [31:0] IR_E,
    input [31:0] RT_E,
	 input [31:0] ALUOut_E,
	 input [31:0] imm_E,
	 input [4:0] WA_E,
	 input [31:0] HI_E,
	 input [31:0] LO_E,
	 input MemWrite_E,
	 input RegWrite_E,
	 input [2:0] MemtoReg_E,
	 output reg [31:0] PC4_M,
	 output reg [31:0] IR_M,
	 output reg [31:0] RT_M,
	 output reg [31:0] ALUOut_M,
	 output reg [31:0] imm_M,
	 output reg [4:0] WA_M,
	 output reg [31:0] HI_M,
	 output reg [31:0] LO_M,
	 output reg MemWrite_M,
	 output reg RegWrite_M,
	 output reg [2:0] MemtoReg_M
    );
	 initial
	 begin
			 PC4_M=32'h00003000;
			 IR_M=0;
			 RT_M=0;
			 ALUOut_M=0;
			 imm_M=0;
			 WA_M=0;
			 HI_M=0;
			 LO_M=0;
			 MemWrite_M=0;
	       RegWrite_M=0;
	       MemtoReg_M=0;
		 end
	 always @(posedge clk)
	 begin
	    if(reset==1)
		 begin
			 PC4_M=0;
			 IR_M=0;
			 RT_M=0;
			 ALUOut_M=0;
			 imm_M=0;
			 WA_M=0;
			 HI_M=0;
			 LO_M=0;
			 MemWrite_M=0;
	       RegWrite_M=0;
	       MemtoReg_M=0;
		 end
		 else
		 begin
			 PC4_M=PC4_E;
			 IR_M=IR_E;
			 RT_M=RT_E;
			 ALUOut_M=ALUOut_E;
			 imm_M=imm_E;
			 WA_M=WA_E;
			 HI_M=HI_E;
			 LO_M=LO_E;
			 MemWrite_M=MemWrite_E;
	       RegWrite_M=RegWrite_E;
	       MemtoReg_M=MemtoReg_E;
		 end
	 end
endmodule
==> impl_metrics.json <==
{
  "outcome": "finished, violations left",
  "violations": "setup timing",
  "cts_setup_buffers": 0,
  "vias_per_cell": 2.85,
  "path_class": "register to output pin",
  "vias": 5115,
  "ir_drop_mv": 1.16,
  "die_height_um": 268,
  "p_leak_nw": 5.27,
  "final_cells": 1794,
  "ys_sh_simple_pct": 26.5,
  "synthFlopType": "dfxtp_1",
  "power_frac_comb_pct": 9.9,
  "core_area_um2": 60600,
  "yosys.area_share.aoi_pct": 0,
  "route.detailed.drc": 0,
  "crit_fanout": 1,
  "die_area_um2": 71800,
  "root_buffer": "clkbuf_16",
  "drt_first_iter_violations": 171,
  "hpwl_um": 20300,
  "warning_count": 27,
  "gr-total-overflow": 0,
  "grt_pass1_vias": 5582,
  "ys_sh_adder_pct": 0,
  "clk_path_buf_depth": 3,
  "maxCapViolCount": 0,
  "grt_start_max_net_pins": 23,
  "cp_top_family": "flip-flops",
  "clkTransAtPathRegs_ns": 0.06,
  "cp_data_arrival_time_ns": 1.07,
  "final-setup-viol-count": 235,
  "grt_pass1_wl_um": 35200,
  "drive_above_1_share_pct": 43.8,
  "crit_end": "IR_M[8]",
  "end_kind": "output pin",
  "synth_area_um2": 6740,
  "numCtsBuffers": 26,
  "mux_area_share_pct": 0,
  "place_inst": 1748,
  "common_cells": "dfxtp_1 (234), nor2b_1 (126), nor2b_2 (98)",
  "clockPowerShare_pct": 43.6,
  "ant_nets": 0,
  "avgRoutedWirePerCell_um": 13.9,
  "ys_warn_count": 1,
  "synth.top_cell.area_share_pct": 69.5,
  "path_cells": "buf_6",
  "synthArstFlopShare_pct": 0,
  "worstMarginPinSlew_ns": 0.225,
  "ys_cells": 494,
  "internal_power_mw": 17.0,
  "htreeDepth": 1,
  "swShare_pct": 20.9,
  "crit_path_start": "IR_M[8]",
  "pwr_density_cell_nw_per_um2": 1750,
  "avgSynthCellArea_um2": 13.6,
  "io-pin-count": 470,
  "cp.depth": 1,
  "cp_slowest_cell": "dfxtp_4",
  "die_w_um": 268,
  "p_switching_mw": 4.47,
  "crit_required_ns": 0.80,
  "critPathBufInv": 1,
  "seq_power_share_pct": 46.4,
  "edf_count": 0,
  "syn_inst": 494,
  "topCombFamilyByArea": "simple AND/OR/NAND/NOR gates",
  "rows": 90,
  "maxSlewViolCount": 0,
  "start_kind": "register",
  "fin_ws_ns": -0.273,
  "wirelength_um": 24900,
  "max_stage_delay_ns": 0.42,
  "cts_tree": "done",
  "grt_usage_pct": 6.52,
  "ys_ff": 234,
  "yosysChipArea_um2": 6740,
  "ys_types": 8,
  "dr.pass1.iters": 3,
  "synth-xor-area-share_pct": 0,
  "yosysTopAreaCell": "dfxtp_1",
  "fmax_mhz": 785,
  "place.gp.congestion": 0.847,
  "hp-class": "input port to register",
  "num_antenna_cells": 0,
  "fillers": 6556,
  "area_leaders": "dfxtp_1 (69%), nor2b_2 (13%), nor2b_1 (12%)",
  "core_util_floorplan_pct": 11.1,
  "rsz0062_at_grt": "yes",
  "postSynthSeqShare_pct": 69.5,
  "area_delta_synth_final_pct": 81.2,
  "antenna_found_initial": 4,
  "slew_headroom_pct": 85.0,
  "top_cell": "dfxtp_1",
  "cts.sinks": 234,
  "place_ws_ns": -0.356,
  "finalCriticalPeriod_ns": 1.27,
  "io_buffers": 469,
  "timing.final.crit_share_pct": 127,
  "hold_violations": 0
}
## power by group through the flow
stage,clock [mW],combinational (mW),sequential (mW)
finish,9.35,2.13,9.96
global route,10.1,2.34,10.0
CTS,9.77,2.18,9.96
## layout make-up
type / count / area (um^2) / share of cell area [%]
clock inverters: 6 / 58.8 / 0.481
flip-flops and latches: 234 / 4730 / 38.7
clock buffers: 39 / 781 / 6.39
multi-input cells: 234 / 1800 / 14.7
repair buffers: 499 / 3870 / 31.7
well taps: 782 / 978 / 8.01
## timing repair
item	4_1_cts	5_1_grt
gates resized	795	22
hold endpoints to repair	9	0
hold buffers	1	0
setup endpoints to repair	234	238
## cells in the final DEF (no fill, tap or decap)
cell type        count
clkbuf_16           27
dfxtp_4              4
nor2b_2             98
dlygate4sd3_1        1
dfxtp_2             26
buf_12               5
bufinv_16            1
buf_2              226
clkdlybuf4s50_1    234
inv_6                1
buf_4               24
buf_8                1
dfxtp_1            204
clkinv_2             4
buf_6                8
clkbuf_1             6
clkbuf_8             6
nor2b_4             12
nor2b_1            124
## through the flow
| stage | cell area [um^2] | setup TNS (ns) | power (mW) | hold slack (ns) | util [%] |
|---|---|---|---|---|---|
| finish | 12200 | -33.16 | 21.4 | 0.0647 | 20.2 |
| global route | 12200 | -45.72 | 22.4 | 0.0448 | 20.2 |
| CTS | 12200 | -45.17 | 21.9 | 0.0290 | 20.1 |
| detailed placement | 12400 | -1.37 | 12.8 | 0.572 | 20.5 |
| global placement | 12400 | -1.54 | 12.8 | 0.570 | 20.5 |
| floorplan | 6740 | 0 | 10.6 | 0.328 | - |
## kinds of logic after synthesis
kind of cell  Yosys count
simple gates          234
flops                 234
buf+inv                26
## per-layer routing
metal	track usage (%)	part of all wire [%]	vias up
li1	-	-	2484
met1	7.17	37	2230
met2	10.5	44	352
met3	4.17	17	41
met4	1.42	2.4	8
met5	0	0.23	-
## registers in the layout, indices dropped and copies added (netlist names)
register,cells
ALUOut_M,32
RegWrite_M,1
RT_M,32
HI_M,32
PC4_M,32
IR_M,32
MemtoReg_M,3
LO_M,32
MemWrite_M,1
WA_M,5
imm_M,32
## how the worst min path moves through the flow
| stage | from | end | slack (ns) | depth (start not counted) |
|---|---|---|---|---|
| final | reset | ALUOut_M[7] | 0.06 | 3 |
| after global routing | reset | RT_M[2] | 0.04 | 3 |
| after CTS | reset | RT_M[2] | 0.03 | 3 |
Power figures rest on the tool's default switching activity, not on a simulated workload.
